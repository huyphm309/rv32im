### /design/flow/constraint.sdc
current_design REG

set clk_period 9.3
set clk_io_pct 0.2

create_clock -name clk0 -period $clk_period [get_ports {clk}]

set non_clock_inputs [all_inputs -no_clocks]
set_input_delay [expr $clk_period * $clk_io_pct] -clock clk0 $non_clock_inputs
set_output_delay [expr $clk_period * $clk_io_pct] -clock clk0 [all_outputs]
### /design/flow/design.v
`timescale 1ns / 1ps
module REG(
    input clk,rst,
    input [4:0] A1,  
    input [4:0] A2,  
    input [4:0] A3,  
    input [31:0] WD3,
    input WE3,
    output  [31:0] RD1,
    output  [31:0] RD2
    );
    reg [31:0] mem [0:31];
    integer i;
    always @(posedge clk or negedge rst) begin
        if (~rst) begin
            for (i=0;i<32;i=i+1) begin
                mem[i] <= 0;
            end
        end
        else begin
            if (WE3) mem[A3] <= WD3;
        end
     end
     assign RD1 = mem[A1];
     assign RD2 = mem[A2];
endmodule
### /design/flow/config.mk
export PLATFORM = sky130hd
export DESIGN_NAME = REG
export DESIGN_NICKNAME = REG
export VERILOG_FILES = /design/flow/design.v
export SDC_FILE = /design/flow/constraint.sdc
export NUM_CORES = 4
export LEC_CHECK = 1
export CORE_UTILIZATION = 30
### /design/flow/run.sh
#!/bin/bash
# OpenROAD 26Q1-2900-gdf79404cd8, Yosys 0.63+post, stock flow scripts
make -C /OpenROAD-flow-scripts/flow DESIGN_CONFIG=/design/flow/config.mk WORK_HOME=/design/flow/orfs finish
==> run summary <==
run metrics: WL per Instance=42.5 um, grt ovf=0, num rows=152, Post-Synthesis Cells=4394, CTS Root Cell=clkbuf_16, Main synth FF type=dfrtp_1, vias=46303, H-Tree Depth=3, final hold slack=0.531 ns, largest area contributor in the netlist=dfrtp_1, fin. max-slew vios=0, FP Core Util=30.2%, wl on met1=103000 um, clk_skew=0 ns, fin util=35.3%, global-route wire length before repair=395000 um, final setup fails=0, Flops after synth=1024, CP startpoint kind=primary input, routed vias/inst=6.71, layout cells sized above 1=35.8%, Detail Route Antenna Nets=0, pin count of the biggest net entering global routing=123, Tmin final=8.24 ns, Worst VDD drop=0.000146 V, Finished Layout Cells=6899, main area contributors=dfrtp_1 49%, mux2_2 23%, a22oi_1 10%, buf_2 1.7%, nand2_1 1.5%, Post-CTS Setup Bufs=0, detailed placer's ending HPWL=185000 um, RSZ-0062 raised after global routing=false, Post-synth EDFFs=0, placed insts=6663, met2 WL=118000 um, required time worst endpoint=7.44 ns, Die Y=418 um, Synth cell types=70, Slew HR=20.4%, status=finished clean, fmax=121 MHz, Worst-Margin Slew=1.19 ns, TritonCTS clock tree=built, WS Path Type=primary input to output pin, OpenROAD warning count=34, Min-Delay Path Class=flip-flop to flip-flop, synthesis-to-layout area growth=16.7%, critical-path cell list=buf_2 > buf_4 > nand3b_1 > nor2_4 > buf_4 > a22oi_1 > nand3_1 > nor2_1 > a21oi_1 > clkdlybuf4s50_1, maximum root-to-sink buffer count=3, Port Buffer Count=113, syn avg cell area=11.8 sq um, YS warnings=2, Pwr Total=13.0 mW, largest registers=mem: 1024 flops, Buf/Inv on CP=4, Slowest-stage cell, CP=a21oi_1, die width=418 um, initial antenna violation count=26, drt drc=0, top sig layer=met5, Clk pin slew, worst setup/hold paths=0.06 ns, chip footprint=175000 sq um, Pre-Repair DR Iteration Count=10, total of max-cap violations=0, final hold viol count=0, Synth top cells by count=1052 x mux2_2, 1024 x dfrtp_1, 692 x a22oi_1, 211 x nand2_1, 174 x nor2_1, post-cts resize count=0, Chip Area, Yosys=51900 sq um, static leakage power=25.8 nW, hold buffers post-CTS=0, CP arrival=6.38 ns, Latency at later pin=0.75 ns, max FFs per register=1024, Mapped Area=51900 sq um, gr usage total=34.3%, Worst Setup End Kind=output pin, Final Cycle Share=88.6%, crit-path max cell delay=0.81 ns, Top Ports=114, setup tns final=0 ns, initial DRC count=5872, total core area=172000 sq um, Total Wirelength=293000 um, delay-heaviest family, CP=buffers and inverters, Crit Path Max Fanout=25, most frequent cell after synthesis=mux2_2, # clock sinks=1024, total CTS buffers=114, vias in the first global route=44775, Top-area cell share=49.3%, Reg with most FFs=mem, routability cong.=1.07, Async S/R FF share, synth=100%, metal3 WL=45500 um, Synth Seq Share=49.3%, Most common cell on crit path=buf_4, yosys cell count=4394, pwr/cell area=214 nW/um^2
==> metrics by stage <==
stage                     worst slack (ns)  instance area (sq um)
final                                 1.06                  60600
after global routing                  1.29                  60600
after CTS                             1.50                  60500
after detailed placement              1.51                  56700
after global placement                1.52                  56700
after floorplan                       4.05                  51900
==> cells in the final DEF (no fill, tap or decap), types with 40 or more instances in the layout <==
cell / Yosys / final
nor2_1: 174 / 127
clkbuf_16: 0 / 114
nand2_1: 211 / 200
nand4_1: 93 / 93
dfrtp_1: 1024 / 1024
a22oi_1: 692 / 692
mux2_2: 1052 / 1052
a21oi_1: 79 / 79
clkdlybuf4s50_1: 0 / 102
a221oi_1: 40 / 40
a22o_1: 54 / 54
buf_4: 32 / 263
nor3_1: 58 / 54
mux2i_1: 61 / 61
nand3_1: 44 / 44
nor2_4: 3 / 62
==> final cells by class <==
type / count / area [sq um]
Antenna cell: 30 / 75.1
Clock buffer: 161 / 3250
Clock inverter: 45 / 597
Fill cell: 16605 / 111000
Inverter: 3 / 11.3
Multi-Input combinational cell: 2939 / 24900
Sequential cell: 1024 / 25600
Tap cell: 2310 / 2890
Timing Repair Buffer: 387 / 3300
==> cell families after synthesis <==
family                 synth area share (%)
AOI/OAI and AO/OA                      15.5
DFF                                    49.3
muxes                                  24.2
buffers and inverters                  3.81
and+or+nand+nor                        7.19
==> routing by layer <==
metal / GRT usage [%] / vias to the layer above
met5: 0.834 / -
met4: 23.6 / 36
met3: 20.1 / 1552
met2: 45.6 / 4151
met1: 41.4 / 23444
li1: - / 17120
==> worst paths after layout <==
check                            startpoint          end  slack [ns]  depth (start not counted)
min in group asynchronous               rst   mem[30][2]        1.10                          1
worst min-delay path             mem[2][13]   mem[2][13]        0.53                          1
worst max-delay path                  A1[3]       RD1[1]        1.06                         10
worst min register to register   mem[2][13]   mem[2][13]        0.53                          1
max in group asynchronous               rst  mem[15][29]        5.85                          4
worst max register to register  mem[14][10]  mem[14][10]        8.28                          1
==> power breakdown <==
group	total, mW	leakage [nW]	internal [mW]	switching (mW)
logic	1.98	10.8	1.01	0.975
registers	6.25	13.1	5.32	0.928
clock network	4.75	1.90	2.74	2.02
total	13.0	25.8	9.06	3.92
No activity file was given, so power comes from the tool's default toggle rates.
